<file path="flow/run.sh">
#!/bin/bash
# OpenROAD 26Q1-2900-gdf79404cd8, Yosys 0.63+post, stock flow scripts
make -C /OpenROAD-flow-scripts/flow DESIGN_CONFIG=/design/flow/config.mk WORK_HOME=/design/flow/orfs finish
</file>
<file path="flow/config.mk">
export PLATFORM = sky130hd
export DESIGN_NAME = gpp
export DESIGN_NICKNAME = gpp
export VERILOG_FILES = /design/flow/design.v
export SDC_FILE = /design/flow/constraint.sdc
export NUM_CORES = 4
export LEC_CHECK = 1
export CORE_AREA = 10 10 781 781
export DIE_AREA = 0 0 791 791
</file>
<file path="flow/constraint.sdc">
current_design gpp

set clk_period 59.0
set clk_io_pct 0.2

create_clock -name clk0 -period $clk_period [get_ports {clk}]

set non_clock_inputs [all_inputs -no_clocks]
set_input_delay [expr $clk_period * $clk_io_pct] -clock clk0 $non_clock_inputs
set_output_delay [expr $clk_period * $clk_io_pct] -clock clk0 [all_outputs]
</file>
<file path="flow/design.v">
module gpp #(
    parameter  PLATFORM = "Xilinx",
	           LMID = 8'd1,
	           NMID = 8'd2
    )(
    input clk,
    input rst_n,
    input pktin_data_wr,
    input [133:0] pktin_data,
    input pktin_valid_wr,
    input pktin_data_valid,
    output pktin_ready,  	
    output reg [1023:0] out_gpp_phv,
	output reg out_gpp_phv_wr,
	input in_gpp_phv_alf,        
    output reg [255:0] out_gpp_md,
    output reg out_gpp_md_wr,
    input in_gpp_md_alf,         
    output reg out_gpp_data_wr,
    output reg [133:0] out_gpp_data,
    output reg out_gpp_valid_wr,
    output reg out_gpp_valid,
    input in_gpp_data_alf,      
    input cfg2gpp_cs_n,  
	output reg gpp2cfg_ack_n,  
	input cfg2gpp_rw,  
	input [31:0] cfg2gpp_addr,
	input [31:0] cfg2gpp_wdata,
	output reg [31:0] gpp2cfg_rdata,
    input [133:0] cin_gpp_data,
	input cin_gpp_data_wr,
	output cout_gpp_ready,
    output [133:0] cout_gpp_data,
	output cout_gpp_data_wr,
	input cin_gpp_ready	
);
reg [31:0] gpp_status;
reg [31:0] in_gpp_data_count;   
reg [31:0] out_gpp_phv_count;   
reg [31:0] out_gpp_md_count;     
reg [31:0] out_gpp_cache_count;  
reg [7:0] pkt_step_count;
reg [7:0] pkt_step_count_inc;
reg [7:0] PST;
reg [1023:0] PHV;
reg [255:0] MD;
wire gpp2pktin_alf;
wire is_ipv4;
wire is_ipv6;
wire is_ipv4_tcp;
wire is_ipv4_udp;
wire is_vlan;
wire is_ipv6_tcp;
wire is_ipv6_udp;
wire is_ipv6_lisp;
wire is_arp;
reg [1:0] gpp_state;
reg flag;       
assign pktin_ready = ~gpp2pktin_alf;
assign gpp2pktin_alf = in_gpp_md_alf | in_gpp_phv_alf | in_gpp_data_alf;
assign cout_gpp_data_wr = cin_gpp_data_wr;
assign cout_gpp_data = cin_gpp_data;
assign cout_gpp_ready = cin_gpp_ready;
localparam    IDLE_S = 2'd0,
              TRANS_S = 2'd1,
              DISCARD_S = 2'd2;     
always @(posedge clk or negedge rst_n) begin 
    if(rst_n == 1'b0) begin 
        out_gpp_data_wr <= 1'b0;
        out_gpp_data <= 134'b0;
		out_gpp_valid <= 1'b0;
        out_gpp_valid_wr <= 1'b0;
		flag <= 1'b0;
        gpp_state <= IDLE_S;
    end
    else begin
        case(gpp_state)
            IDLE_S: begin  
			    out_gpp_valid <= 1'b0;	
                out_gpp_valid_wr <= 1'b0;
                if((pktin_data[133:132] == 2'b01)&&(pktin_data_wr==1'b1)) begin
                    if((pktin_data[87:80]==8'd1)||(pktin_data[87:80]>8'd4)) begin
                        out_gpp_data_wr <= 1'b1;
                        out_gpp_data <= pktin_data;
						flag <= 1'b1;
                        gpp_state <= TRANS_S;
                    end 
                    else begin 
                        out_gpp_data_wr <= 1'b0;
                        out_gpp_data <= 134'b0;
						flag <= 1'b0;
                        gpp_state <= DISCARD_S;
                    end
                end
                else begin
                    out_gpp_data_wr <= 1'b0;
                    out_gpp_data <= 134'b0;
                    gpp_state <= IDLE_S;
                end
            end
            TRANS_S: begin				   
                out_gpp_data_wr <= 1'b1;
                out_gpp_data <= pktin_data;
			    out_gpp_valid <= pktin_data_valid;
                if(pktin_data[133:132] == 2'b10) begin
                    out_gpp_valid_wr <= 1'b1; 
                    gpp_state <= IDLE_S;
                end
                else begin
                    out_gpp_valid_wr <= 1'b0;           
                    gpp_state <= TRANS_S;
                end
            end 
            DISCARD_S: begin 
			   out_gpp_data_wr <= 1'b0;
			   out_gpp_valid_wr <= 1'b0;
               if(pktin_data[133:132] == 2'b10) begin
                    gpp_state <= IDLE_S;
               end 
               else begin 
                    gpp_state <= DISCARD_S;
               end
            end
          endcase
     end
end
always @* begin 
    if(pktin_data_wr == 1'b1) begin 
        if(pktin_data[133:132] == 2'b01) begin 
            pkt_step_count_inc = 8'd0;
        end
		else begin
			pkt_step_count_inc = pkt_step_count + 8'd1;
		end 
    end
    else begin 
        pkt_step_count_inc = 8'd0;
    end 
end
always @(posedge clk or negedge rst_n) begin 
    if(rst_n == 1'b0) begin 
        pkt_step_count <= 8'd0;
    end
    else begin 
        pkt_step_count <= pkt_step_count_inc;
    end
end
always @(posedge clk) begin
    if(rst_n == 1'b0) begin
	     MD[127:0] = 128'b0;	 
	 end
	 else begin
	    if((pktin_data_wr == 1'b1) && (pkt_step_count_inc == 8'd0)) begin
		     MD[127:0] <= pktin_data[127:0];
       end
       else begin
           MD[127:0]  <= MD[127:0] ;
       end 
	 end   
end
always @(posedge clk) begin
    if(rst_n == 1'b0) begin
	     MD[255:128] = 128'b0;	 
	 end
	 else begin
      if((pktin_data_wr == 1'b1) && (pkt_step_count_inc == 8'd1)) begin
          MD[255:128] <= pktin_data[127:0];
      end
      else begin
          MD[255:128] <= MD[255:128];
       end
	 end
end
always @(posedge clk or negedge rst_n) begin 
	if(!rst_n)begin
	    PHV <= 1024'b0;
		out_gpp_phv <= 1024'b0;
		out_gpp_phv_wr <= 1'b0;
	end
	else begin
    if(flag == 1'b1) begin 
	    out_gpp_phv_wr <= pktin_data_valid;
	 end
	 else begin
	    out_gpp_phv_wr <= 1'b0;
	 end 
		if(pktin_data_wr == 1'b1)begin
		   case(pkt_step_count_inc)
			8'd2:begin
				 PHV[1023:896]<=pktin_data[127:0]; 
				 out_gpp_phv <= {pktin_data[127:0],896'b0};
			end
			8'd3:begin
			    PHV[895:768]<=pktin_data[127:0];
				 out_gpp_phv <= {PHV[1023:896],pktin_data[127:0],768'b0};
			end
			8'd4:begin
			    PHV[767:640]<= pktin_data[127:0];
				 out_gpp_phv <= {PHV[1023:768],pktin_data[127:0],640'b0};
			end
			8'd5:begin
			    PHV[639:512] <= pktin_data[127:0];
				out_gpp_phv <= {PHV[1023:640],pktin_data[127:0],512'b0};
			end
			8'd6:begin
			    PHV[511:384] <= pktin_data[127:0];
				out_gpp_phv <= {PHV[1023:512],pktin_data[127:0],384'b0};
			end
			8'd7:begin
			    PHV[383:256] <= pktin_data[127:0];	
                out_gpp_phv <= {PHV[1023:384],pktin_data[127:0],256'b0};				
			end
            8'd8:begin
			    PHV[255:128] <= pktin_data[127:0];	
                out_gpp_phv <= {PHV[1023:256],pktin_data[127:0],128'b0};				 
			end
			8'd9:begin
			    PHV[127:0] <= pktin_data[127:0];	
                out_gpp_phv <= {PHV[1023:128],pktin_data[127:0]};				 
			end
			default:begin 
				 PHV <= PHV;
				 out_gpp_phv <= out_gpp_phv;
			end
			endcase		
		end		
		else begin
		    PHV <= PHV;
		end
	end
end    
assign is_ipv4 = (PHV[927:912] == 16'h0800)?1'b1:1'b0;
assign is_arp = (PHV[927:912] == 16'h0806)?1'b1:1'b0;
assign is_ipv4_tcp = ((PHV[927:912] == 16'h0800)&&(PHV[839:832] == 8'h6))? 1'b1:1'b0;
assign is_ipv4_udp = ((PHV[927:912] == 16'h0800)&&(PHV[839:832] == 8'h11))? 1'b1:1'b0;
assign is_ipv6 = (PHV[927:912] == 16'h86dd)?1'b1:1'b0;
assign is_ipv6_udp = ((PHV[927:912] == 16'h86dd)&&(PHV[863:856] == 8'h11))?1'b1:1'b0;
assign is_ipv6_tcp = ((PHV[927:912] == 16'h86dd)&&(PHV[863:856] == 8'h6))? 1'b1:1'b0;
always @(posedge clk) begin 
    if(rst_n == 1'b0) begin
	     PST <= 8'b0;
	 end
	 else begin
	 if(is_ipv6_tcp == 1'b1) begin 
        PST[7:0] <= 8'b10000001;
    end
    else if(is_ipv6_udp == 1'b1) begin 
        PST[7:0] <= 8'b10000011;
    end 
    else if(is_ipv6 == 1'b1) begin  
        PST[7:0] <= 8'b10000010;
    end
    else if(is_ipv4_tcp == 1'b1) begin 
        PST[7:0] <= 8'b00000001;
    end
    else if(is_ipv4_udp == 1'b1) begin 
        PST[7:0] <= 8'b00000111;
    end  
    else if(is_ipv4 == 1'b1)begin  
        PST[7:0] <= 8'b00000010;
    end
    else if (is_arp == 1'b1) begin  
        PST[7:0] <= 8'b00000011;
    end
    else begin
        PST <= PST;
    end        	 
	 end  
end  
always @(posedge clk or negedge rst_n) begin
    if(rst_n == 1'b0) begin 
        out_gpp_md <= 256'b0;
		out_gpp_md_wr <= 1'b0;
    end
    else begin 	 
	    if(flag == 1'b1) begin 
	       out_gpp_md_wr <= pktin_data_valid;
	    end
	    else begin
	       out_gpp_md_wr <= 1'b0;
	    end         
        if(MD[87:80]== LMID) begin 
            out_gpp_md <= {MD[255:128],MD[127:88],8'd2,PST,MD[71:0]};   
        end
        else begin 
            out_gpp_md <= {MD[255:128],MD[127:0]};
        end
    end
end
always @(posedge clk or negedge rst_n) begin
    if(rst_n == 1'b0 ) begin
	    in_gpp_data_count <= 32'b0;	 
	end
	else begin
	    if(pktin_valid_wr == 1'b1) begin
		   in_gpp_data_count <= in_gpp_data_count + 32'b1; 
		end
		else begin
		   in_gpp_data_count <= in_gpp_data_count; 
		end
	end	 
end
always @(posedge clk or negedge rst_n) begin
    if(rst_n == 1'b0 ) begin
	    out_gpp_md_count <= 32'b0;	 
	end
	else begin
	    if(out_gpp_md_wr == 1'b1) begin
		   out_gpp_md_count <= out_gpp_md_count + 32'b1 ; 
		end
		else begin
		   out_gpp_md_count <= out_gpp_md_count ; 
		end	     
	end	 
end
always @(posedge clk or negedge rst_n) begin
    if(rst_n == 1'b0 ) begin
	    out_gpp_phv_count <= 32'b0;	 
	end
	else begin
	    if(out_gpp_phv_wr == 1'b1) begin
		   out_gpp_phv_count <= out_gpp_phv_count + 32'b1;
		end
		else begin
		   out_gpp_phv_count <= out_gpp_phv_count ;
		end	      
	end	 
end
always @(posedge clk or negedge rst_n) begin
    if(rst_n == 1'b0 ) begin
	    out_gpp_cache_count <= 32'b0;	 
	 end
	 else begin
	    if(out_gpp_valid_wr == 1'b1) begin
		   out_gpp_cache_count <= out_gpp_cache_count + 32'b1; 
		end
		else begin
		   out_gpp_cache_count <= out_gpp_cache_count ; 
		end	     
	 end	 
end
always @(posedge clk or negedge rst_n) begin
   if(rst_n == 1'b0) begin
      gpp_status <= 32'b0;
   end
   else begin
      gpp_status <= {gpp_state,26'b0,pktin_ready,in_gpp_md_alf,in_gpp_phv_alf,in_gpp_data_alf};
   end
end
wire gpp_cs_n;
reg [2:0] gpp_cfg_state;
sync_sig sync_gpp_inst(
    .clk(clk),
	.rst_n(rst_n),
	.in_sig(~cfg2gpp_cs_n),
	.out_sig(gpp_cs_n)
);
localparam IDLE_C  = 3'd1,
           WRITE_C = 3'd2,
		   READ_C  = 3'd3,
		   WAIT_C  = 3'd4,
		   ACK_C   = 3'd5;
always@(posedge clk or negedge rst_n) begin
   if(rst_n == 1'b0) begin
      gpp2cfg_ack_n <= 1'b1;
	  gpp2cfg_rdata <= 32'b0;
	  gpp_cfg_state <= IDLE_C;
   end
   else begin
      case(gpp_cfg_state)
	    IDLE_C:begin
		   gpp2cfg_ack_n <= 1'b1;
		   gpp2cfg_rdata <= 32'b0;
		   if((gpp_cs_n == 1'b1) && (gpp2cfg_ack_n == 1'b1)) begin
		      if(cfg2gpp_rw == 1'b0) begin     
			     gpp_cfg_state <= WRITE_C;
			  end
			  else begin                       
			     gpp_cfg_state <= READ_C;
			  end
		   end
		   else begin
		      gpp_cfg_state <= IDLE_C;
		   end	
		end
		WRITE_C:begin
		   gpp_cfg_state <= ACK_C;
		end
		READ_C:begin
		   gpp_cfg_state <= WAIT_C;
		end
		WAIT_C:begin
		   gpp_cfg_state <= ACK_C;
		end
		ACK_C:begin
		   case(cfg2gpp_addr[9:2])
		       8'h0:begin
			      gpp2cfg_rdata <= 32'b0;
			   end
			   8'h1:begin
			      gpp2cfg_rdata <= gpp_status;
			   end
			   8'h2:begin
			      gpp2cfg_rdata <= 32'b0;
			   end
			   8'h3:begin
			      gpp2cfg_rdata <= in_gpp_data_count;
			   end
			   8'h4:begin
			      gpp2cfg_rdata <= 32'b0;
			   end
			   8'h5:begin
			      gpp2cfg_rdata <= out_gpp_md_count;
			   end
			   8'h6:begin
			      gpp2cfg_rdata <= 32'b0;
			   end
			   8'h7:begin
			      gpp2cfg_rdata <= out_gpp_phv_count;
			   end
			   8'h8:begin
			      gpp2cfg_rdata <= 32'b0;
			   end
			   8'h9:begin
			      gpp2cfg_rdata <= out_gpp_cache_count;
			   end
			   default:begin
			      gpp2cfg_rdata <= 32'b0;
			   end
		   endcase
		   if(gpp_cs_n == 1'b1) begin
		      gpp2cfg_ack_n <= 1'b0;
			  gpp_cfg_state <= ACK_C;
		   end
		   else begin
		      gpp2cfg_ack_n <= 1'b1;
			  gpp_cfg_state <= IDLE_C;
		   end		   
		end
		default:begin
		   gpp2cfg_ack_n <= 1'b1;
		   gpp2cfg_rdata <= 32'b0;
		   gpp_cfg_state <= IDLE_C;
		end
	  endcase
   end
end
endmodule
`timescale 1 ns / 1 ps
module sync_sig(
	input clk,
	input rst_n,
	input in_sig,
	output reg out_sig
);
parameter SHIFT_WIDTH = 2;
reg[SHIFT_WIDTH-1:0] sig_dly;
always @(posedge clk or negedge rst_n) begin
	if(~rst_n) begin
		sig_dly <= {SHIFT_WIDTH{1'b0}};
	end
	else begin 
		sig_dly[0] <= in_sig;
		sig_dly[SHIFT_WIDTH-1:1] <= sig_dly[SHIFT_WIDTH-2:0];
  end
end
always @(posedge clk or negedge rst_n) begin
	if(~rst_n) begin
		out_sig <= 1'b0;
	end
	else begin 
		if((|sig_dly) == 1'b0) begin
            out_sig <= 1'b0;
        end
        else if((&sig_dly) == 1'b1) begin
            out_sig <= 1'b1;
        end
        else begin
            out_sig <= out_sig;
        end
  end
end
endmodule
</file>
==> Slide: Implementation Results <==
Key Metrics from the Run

Global routing
  • GR Overflow Total: 0
  • Vias in the first global route: 84000
  • GRT Total Usage: around 17%
  • Largest net degree at the start of global routing: between 100 and 150
  • Initial antenna violation count: a little under 60
  • First-pass GRT wire length: 734000 µm

Run
  • Count of tool warnings: 135
  • Max-cap check violation count: 0

Synthesis
  • Main flop type: dfrtp_1
  • Cells after synthesis: a little under 9000
  • Post-Syn Area per Cell: ~12 µm²
  • Yosys stat chip area: between 0.1 and 0.15 mm²
  • Ys async rst share: about nine tenths
  • Netlist cell types: 76
  • EDFF count, synth: 0
  • Number of cells in Yosys stat: about 9000
  • Syn Std Cell Area: between 0.1 and 0.15 mm²
  • Synth Register Bits: ~2800
  • Warnings, synthesis: 2
  • Seq/Total Area, Yosys: roughly three fifths

Floorplanning
  • Pre-Place Util: 18.5%
  • Die height: about 800 µm
  • Die area: about 0.63 mm²
  • Die width: 791 µm
  • Site row count: about 280
  • Core Box Area: ~0.59 mm²
  • IO Count: approximately 1900

Final timing
  • Fin Clk Skew: 0.0966 ns
  • Fin. Hold Viols: 0
  • Max_slew headroom: 24.1%
  • Final Cycle Share: 43.6%
  • Slew @ Worst Pin: 1.13 ns
  • Fmax achieved: 38.8 MHz
  • # setup viols final: 0
  • Final setup margin: ~33 ns
  • Max-slew violations: 0
  • RSZ-0062 raised after global routing: no
  • Min Tclk post-route: 25.75 ns
  • Setup_tns: 0 ns

Place
  • Placed Cells: 17600
  • Placer Congestion: 0.868
  • Setup WS pre-CTS: between 30 and 40 ns
  • I/O Buffers: 1604
  • Post-DP HPWL: about 380000 µm

Setup path
  • Crit Path Class: input port to output port
  • CP Data Required Time: around 47 ns
  • Crit end category: output port
  • Worst-path maximum fanout: 3
  • CP Launch Type: input port
  • Critical Path AT: between 10 and 15 ns

Pwr
  • Worst VDD drop: between 0.02 and 0.03 mV
  • Pwr/cell area: roughly 36 mW/mm²
  • LEAKAGE: 62.9 nW

Clock tree
  • CTS tree: done
  • CTS root buf: clkbuf_16
  • Post_cts resized: 0
  • Clock buffer depth: 4
  • H-tree depth: 5
  • Sink Count: 2760
  • Late-Pin Clk Latency: just under 1 ns
  • Num CTS Buffers: 314
  • Setup bufs post-CTS: 0
  • Hold_buf cts: 0
  • Clk pin slew, worst setup/hold paths: 0.06 ns

Status
  • Status: finished clean

Layout
  • Area Overhead vs Synth: 31.9%
  • Top cell excl fill/tap: dfrtp_1
  • Most frequent logic cells in the routed design: dfrtp_1, clkdlybuf4s50_1, a221o_1
  • Fin cells: 18200
  • Fillers: 61300
  • Share of cells above drive strength 1: between 10 and 15%

Route
  • DRT Wirelength: ~540000 µm
  • DR WL/cell: 29.7 µm
  • Via count: ~85000
  • DRT iter0 DRCs: 7343
  • Post-route ant nets: 0
  • Drt drc: 0
  • Vias per inst: between 4 and 5
  • TritonRoute pass-1 iters: 6

Worst hold path
  • Worst hold path class: flop to flop
## metal layers
layer / wire (µm) / GRT usage (%) / vias up
met1: 201000 / 20.9 / 44000
met5: 116 / 0.0378 / -
li1: - / - / 35500
met4: 34200 / 8.54 / 18
met2: 245000 / 25.7 / 4217
met3: 61300 / 7.57 / 965
## metrics by stage
stage                     hold WS (ns)  instance area [µm²]  total power, W  util (%)
after detailed placement         0.332               134000         0.00319      22.6
final                            0.291               145000         0.00519      24.4
after floorplan                  0.329               110000         0.00261         -
after CTS                        0.271               145000         0.00525      24.4
after global placement           0.331               134000         0.00318      22.6
after global routing             0.297               145000         0.00540      24.4
## sequential cells by signal, indices dropped and copies added (netlist names), 134 cells and up
register	count
PHV	896
MD	256
out_gpp_md	256
out_gpp_data	134
out_gpp_phv	1024
## Yosys cell counts (182+ instances only)
library cell	number	area share [%]
inv_1	206	0.70
dfxtp_1	260	4.7
a22o_1	262	2.1
a21o_1	210	1.4
dfrtp_1	2498	57
mux2_2	522	5.4
a221o_1	768	7.0
nor3_1	237	1.1
clkbuf_1	660	2.3
nand2_1	483	1.7
nand3_1	300	1.4
nor4_1	481	2.7
nor4b_1	182	1.5
buf_2	211	0.96
o21ai_0	405	1.8
## cells by family after synthesis
kind of cell / after synthesis / synth area share, %
DFF: 2760 / 61.8
AOI/OAI and AO/OA: 2050 / 15.0
muxes: 733 / 7.36
adders and majority gates: 10 / 0.114
buffers and inverters: 1306 / 5.39
xor gates and xnor gates: 133 / 1.07
and+or+nand+nor: 1855 / 9.31
## cell type report
| type | count | area, µm² | area share [%] |
|---|---|---|---|
| diodes | 22 | 55.1 | 0.0381 |
| clock buffers | 470 | 9200 | 6.36 |
| clock inverters | 104 | 1480 | 1.02 |
| inverters | 206 | 773 | 0.534 |
| multi-input cells | 4781 | 36300 | 25.1 |
| flip-flops and latches | 2760 | 67800 | 46.8 |
| well taps | 7837 | 9810 | 6.78 |
| repair buffers | 2017 | 19300 | 13.3 |
## worst paths after layout
path,cells after the start,to,startpoint,slack [ns]
setup / recovery,3,pktin_ready,in_gpp_phv_alf,33.25
max in group asynchronous,7,PHV[692],rst_n,43.77
hold reg to reg,0,out_gpp_md[253],MD[253],0.29
setup reg to reg,11,out_gpp_phv[548],pkt_step_count[0],52.57
hold / removal,0,out_gpp_md[253],MD[253],0.29
min in group asynchronous,1,out_gpp_phv[121],rst_n,10.83
## critical path: stages
cell and delay [ns]:
clkdlybuf4s50_1 0.43, nor3_1 0.92, clkdlybuf4s50_1 0.79
## power by group
group,switching (W),leakage (nW),total (W),internal [W]
Sequential,0.000154,35.7,0.00231,0.00215
Clock,0.000866,5.20,0.00203,0.00117
Combinational,0.000453,22.0,0.000849,0.000396
Power and IR drop assume default switching activity.
